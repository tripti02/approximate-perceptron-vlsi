### flow/design.v
`timescale 1ns / 1ps
module Perceptron (
    input clk,
    input reset,
    input  [7:0] input1,
    input [7:0] input2,
    input  [7:0] weight1,
    input  [7:0] weight2,
    input [7:0] bias,
    output reg [15:0] output_neuron
);
    wire [15:0] product1, product2;
    reg  [15:0] sum;
    ApproxMultiplier mult1 (
        .A(input1),
        .B(weight1),
        .result(product1)
    );
    ApproxMultiplier mult2 (
        .A(input2),
        .B(weight2),
        .result(product2)
    );
    always @(posedge clk or posedge reset) begin
        if (reset) begin
            sum <= 16'd0;
            output_neuron <= 16'd0;
        end else begin
            sum <= product1 + product2 + bias;
            output_neuron <= log_sigmoid(sum);
        end
    end
    function [15:0] log_sigmoid;
        input [15:0] x;
        begin
            log_sigmoid = (x > 0) ? 16'd1 : 16'd0;
        end
    endfunction
endmodule
module ApproxMultiplier (
    input  [7:0] A,
    input  [7:0] B,
    output wire [15:0] result
);
    wire [3:0] AL_BL [0:3];
    wire [3:0] AH_BH [0:3];
	wire [3:0] AH_BL [0:3];
	wire [3:0] AL_BH [0:3];
    wire [7:0] result1;
    wire [7:0] result2;
    wire [7:0] result3;
    wire [7:0] result4;
    assign  AL_BL[0] =  A[3:0] & {4{B[0]}};
    assign  AL_BL[1] = A[3:0] & {4{B[1]}};
    assign  AL_BL[2] = A[3:0] & {4{B[2]}};
    assign  AL_BL[3] = A[3:0] & {4{B[3]}};
    assign  AH_BH[0] = A[7:4] & {4{B[4]}};
    assign  AH_BH[1] = A[7:4] & {4{B[5]}};
    assign  AH_BH[2] = A[7:4] & {4{B[6]}};
    assign  AH_BH[3] = A[7:4] & {4{B[7]}};
    assign  AL_BH[0] =  {A[3:0] & {4{B[4]}}};
    assign  AL_BH[1] = {A[3:0] & {4{B[5]}}};
    assign  AL_BH[2] = {A[3:0] & {4{B[6]}}};
    assign  AL_BH[3] = {A[3:0] & {4{B[7]}}};
    assign  AH_BL[0] =  {A[7:4] & {4{B[0]}}};
    assign  AH_BL[1] = {A[7:4] & {4{B[1]}}};
    assign  AH_BL[2] = {A[7:4] & {4{B[2]}}};
    assign  AH_BL[3] = {A[7:4] & {4{B[3]}}};
    assign result1[0] = AL_BL[0][0];
	assign result1[1] = AL_BL[1][0] | AL_BL[0][1];
	assign result1[2] = AL_BL[2][0] | AL_BL[1][1] | AL_BL[0][2] ;
	assign result1[3] = AL_BL[3][0] | AL_BL[2][1] | AL_BL[1][2] | AL_BL[0][3];
	assign result1[4] = AL_BL[3][1] | AL_BL[2][2] | AL_BL[1][3] ;
	assign result1[5] = AL_BL[2][3] ^ AL_BL[3][2] ^ (AL_BL[1][3] | AL_BL[3][1] & AL_BL[2][2]); 
    assign result1[6] =(AL_BL[3][3] & (~(AL_BL[2][2]))) | ((~(AL_BL[3][3]) & (AL_BL[2][2])) & (AL_BL[1][3] | AL_BL[3][1]));
    assign result1[7] = AL_BL[3][3] & AL_BL[2][2];    
    assign result2[7:0] = AH_BL[0][3:0] + {AH_BL[1][3:0] , 1'b0} + {AH_BL[2][3:0], 2'b0} + {AH_BL[3][3:0], 3'b0};
    assign result3[7:0] = AL_BH[0][3:0] + {AL_BH[1][3:0] , 1'b0} + {AL_BH[2][3:0], 2'b0} + {AL_BH[3][3:0], 3'b0};        
    assign result4[7:0] = AH_BH[0][3:0] + {AH_BH[1][3:0] , 1'b0} + {AH_BH[2][3:0], 2'b0} + {AH_BH[3][3:0], 3'b0};  
    assign result = { {result4[7:0] , 1'b0} + result3[7:3] + result2[7:3] , result1[6] | result2[2] | result3[2] , result1[5] | result2[1] | result3[1] , result1[4] | result2[0] | result3[0] , result1[3:0]};
endmodule
### flow/run.sh
#!/bin/bash
# OpenROAD 26Q1-2900-gdf79404cd8, Yosys 0.63+post, stock flow scripts
make -C /OpenROAD-flow-scripts/flow DESIGN_CONFIG=/design/flow/config.mk WORK_HOME=/design/flow/orfs finish
### flow/config.mk
export PLATFORM = sky130hd
export DESIGN_NAME = Perceptron
export DESIGN_NICKNAME = Perceptron
export VERILOG_FILES = /design/flow/design.v
export SDC_FILE = /design/flow/constraint.sdc
export NUM_CORES = 4
export LEC_CHECK = 1
export CORE_UTILIZATION = 40
### flow/constraint.sdc
current_design Perceptron

set clk_period 1.5
set clk_io_pct 0.2

create_clock -name clk0 -period $clk_period [get_ports {clk}]

set non_clock_inputs [all_inputs -no_clocks]
set_input_delay [expr $clk_period * $clk_io_pct] -clock clk0 $non_clock_inputs
set_output_delay [expr $clk_period * $clk_io_pct] -clock clk0 [all_outputs]
==> Changelog: implementation <==
## Flow update

* Async S/R FF share, synth at 100.0%
* Met2 track utilization from global routing at 28.16%
* Layout area overhead at 51.46%
* Dpl hpwl at 9266 um
* GR Util met1 at 30.76%
* Gr usage total at 19.09%
* Final-report setup violation count at 14
* Met3 Usage GRT at 4.924%
* Chip Height at 110.6 um
* Routed length per instance at 13.25 um
* RSZ-0062 raised after global routing: yes
* Post-placement cell count at 802
* Gr busiest metal: met1
* Req. time, crit path at 1.67 ns
* CTS H-tree depth at 1
* Worst flop-to-flop path startpoint: sum[11]$_DFF_PP0_
* Post-Syn Instances at 526
* CTS Buf Count at 3
* Mapped Area at 4720 um2
* Ant diodes at 0
* Chip Area, Yosys at 4720 um2
* MaxCap Viol Count at 0
* Crit path capture type: flop
* Max IR drop VDD at 2.872 mV
* First-pass GRT wire length at 18570 um
* Power per Cell Area at 2324 nW/um2
* Fin. max-slew vios at 0
* Synth top cell by count: ha_1
* Run status: finished with violations
* Largest net degree at the start of global routing at 18
* OpenROAD warning count at 28
* Critical Path AT at 5.33 ns
* Finished Layout Cells at 821
* Share of layout cells above drive strength 1 at 41.89%
* Worst min path class: in -> async
* # rows at 39
* F_max at 0.1935 GHz
* CTS tree: done
* Die width at 110.6 um
* Vias/cell at 4.982
* Residual DRC at 0
* Static leakage at 0.003507 uW
* 1st-pass router iterations at 5
* Vias in the first global route at 4064
* FP Core Util at 41.16%
* Root Buffer: clkbuf_16
* Failing checks: setup timing
* Final Hold Viols at 0
* Setup ws final at -3.669 ns
* Crit share post-route at 344.6%
* Clock slew seen by the registers of the worst setup and hold paths at 0.05 ns
* WL final at 10880 um
* PortBufs at 42
* Worst reg-to-reg path cell count at 2
* GPL Wtd Cong at 0.8796
* CTS Buffer Depth at 2
* Via count at 4090
* Critical-path maximum fanout at 4
* Worst R2R End: output_neuron[0]$_DFF_PP0_
* Ys flop type: dfrtp_1
* Top Ports at 58
* Distinct lib cells used at 44
* Worst Setup Path Type: in -> reg
* Reg2reg setup slack at 0.42 ns
* Initial antenna violation count at 0
* Most frequent cells after synthesis: ha_1, and2_1, fa_1
* Core Area at 11470 um2
* Fin Setup TNS at -31.91 ns
* Hold buffers post-CTS at 0
* Drt initial violations at 109
* Flops after synth at 17
* Final min period at 5.169 ns
* Register share after synthesis at 9.014%
* Yosys top cell by area: ha_1
* EDFF count, synth at 0
* Origin of the worst setup path: weight1[1]
* CP startpoint kind: input pin
* Antenna Nets Post-Route at 0
* Num Clock Sinks at 17
* Yosys cell count at 526
* Avg Cell Area, Syn at 8.972 um2
* Remaining Overflow, GRT at 0
* Area leader share at 21.47%
* Clock skew at 0.004042 ns
* Later-pin clock latency in the skew report at 0.24 ns
* Yosys warnings at 2
* Chip area at 12240 um2
* Synth top area cells: ha_1, fa_1, dfrtp_1
==> routing by layer <==
layer	part of all wire, %	vias up
li1	-	2059
met1	51	1933
met2	43	92
met3	5.6	6
met4	0.35	0
met5	0	-
==> worst max-delay path, stage by stage <==
cell and delay (ns):
buf_8 0.10, and2_4 0.16, ha_4 0.16, fa_2 0.42, xor2_2 0.19, fa_1 0.48, ha_4 0.19, fa_2 0.56
fa_2 0.46, ha_4 0.18, fa_2 0.34, a21o_1 0.18, a21oi_2 0.19, xnor2_2 0.16, ha_4 0.24, ha_4 0.23
a21oi_2 0.14, o22ai_2 0.10, o21a_1 0.18, a311oi_2 0.20, xor2_1 0.17
==> area by class of cell <==
type | count | area, um2
Multi-Input combinational cell | 452 | 4935
Fill cell | 880 | 4319
Clock buffer | 4 | 78.83
Timing Repair Buffer | 159 | 1358
Sequential cell | 17 | 425.4
Tap cell | 143 | 178.9
Inverter | 46 | 172.7
==> placed cells by master, fill, tap and decap left out, types with 20 or more instances in the layout <==
cell type / n
buf_4: 93
inv_1: 40
ha_4: 36
nand2_1: 40
and2_1: 47
ha_1: 45
fa_1: 35
and2_4: 21
buf_6: 32
a21o_1: 29
xnor2_1: 20
==> report_power, final <==
part / internal, uW / switching (uW)
Clock: 360 / 157
Combinational: 8770 / 6470
Sequential: 811 / 53.0
==> cell families after synthesis <==
| kind of cell | after synthesis | synth area share [%] |
|---|---|---|
| compound gates | 113 | 15.77 |
| xor+xnor | 49 | 9.385 |
| other cells | 1 | 0.07946 |
| simple gates | 145 | 16.65 |
| flops | 17 | 9.014 |
| fa+ha+maj | 130 | 42.26 |
| buf+inv | 71 | 6.840 |
==> flip-flops by register name, indices dropped and copies added, names as in the netlist <==
name / cells
sum: 16
output_neuron: 1
==> what timing repair did <==
item                       in CTS  in global routing
buffers inserted                8                  8
setup endpoints to repair      15                 15
gates resized                 198                 39
pin swaps                     101                 59
==> stage by stage <==
step	utilization (%)	setup WS [ns]	total power, uW	hold slack, ns	cell area, um2
after global placement	55.62	-4.418	13280	0.4717	6379
after global routing	62.33	-3.897	18210	0.4082	7148
after CTS	60.00	-3.819	14830	0.3743	6880
after floorplan	-	-3.729	9578	0.2261	5218
after detailed placement	55.62	-4.461	13310	0.4669	6379
final	62.33	-3.669	16610	0.3618	7148
==> how the worst max path moves through the flow <==
stage / end / depth (start not counted) / slack [ns]
4_1_cts: sum[15]$_DFF_PP0_ / 21 / -3.82
5_1_grt: sum[15]$_DFF_PP0_ / 21 / -3.90
6_report: sum[15]$_DFF_PP0_ / 21 / -3.67
Power figures rest on the tool's default switching activity, not on a simulated workload.
